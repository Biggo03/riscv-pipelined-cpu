==> design/flow/design.v <==
`timescale 1ns / 1ps
module csr_regfile (
    input logic         clk_i,
    input logic         reset_i,
    input logic         csr_we_i,
    input logic [11:0]  csr_waddr_i,
    input logic [31:0]  csr_wdata_i,
    input  logic [11:0] csr_raddr_i,
    output logic [31:0] csr_rdata_o,
    input logic         retire_wb_i
);
    logic [31:0] mcycle_q;
    logic [31:0] mcycle_next;
    logic [31:0] mcycleh_q;
    logic [31:0] mcycleh_next;
    logic [31:0] minstret_q;
    logic [31:0] minstret_next;
    logic [31:0] minstreth_q;
    logic [31:0] minstreth_next;
    logic [31:0] mstatus_q;
    logic [31:0] mstatus_next;
    logic [31:0] mtest_status_q;
    logic [31:0] mtest_status_next;
    always_ff @(posedge clk_i) begin : csr_write_ff
        if (reset_i) begin
            mcycle_q       <= 32'h0;
            mcycleh_q      <= 32'h0;
            minstret_q     <= 32'h0;
            minstreth_q    <= 32'h0;
            mstatus_q      <= 32'h0;
            mtest_status_q <= 32'h0;
        end else begin
            mcycle_q       <= mcycle_next;
            mcycleh_q      <= mcycleh_next;
            minstret_q     <= minstret_next;
            minstreth_q    <= minstreth_next;
            mstatus_q      <= mstatus_next;
            mtest_status_q <= mtest_status_next;
        end
    end
    always_comb begin : csr_read_comb
        unique case (csr_raddr_i)
            12'hB00      : csr_rdata_o = (csr_we_i && csr_waddr_i == csr_raddr_i) ? csr_wdata_i : mcycle_q;
            12'hB80     : csr_rdata_o = (csr_we_i && csr_waddr_i == csr_raddr_i) ? csr_wdata_i : mcycleh_q;
            12'hB02    : csr_rdata_o = (csr_we_i && csr_waddr_i == csr_raddr_i) ? csr_wdata_i : minstret_q;
            12'hB82   : csr_rdata_o = (csr_we_i && csr_waddr_i == csr_raddr_i) ? csr_wdata_i : minstreth_q;
            12'h300     : csr_rdata_o = (csr_we_i && csr_waddr_i == csr_raddr_i) ? csr_wdata_i : mstatus_q;
            12'h7C0: csr_rdata_o = (csr_we_i && csr_waddr_i == csr_raddr_i) ? csr_wdata_i : mtest_status_q;
            default: csr_rdata_o = 32'h0;
        endcase
    end
    always_comb begin : csr_next_comb
        mstatus_next = csr_we_i && (12'h300 == csr_waddr_i) ? csr_wdata_i : mstatus_q;
        mtest_status_next = csr_we_i && (12'h7C0 == csr_waddr_i) ? csr_wdata_i : mtest_status_q;
        mcycle_next = (csr_we_i && csr_waddr_i == 12'hB00) ? csr_wdata_i : mcycle_q + 1;
        if (~csr_we_i || csr_waddr_i != 12'hB80) begin
            mcycleh_next = mcycleh_q + (mcycle_q == 32'hFFFF_FFFF);
        end else begin
            mcycleh_next = csr_wdata_i;
        end
        if (~csr_we_i || csr_waddr_i != 12'hB02) begin
            minstret_next = (retire_wb_i) ? minstret_q + 1 : minstret_q;
        end else begin
            minstret_next = csr_wdata_i;
        end
        if (~csr_we_i || csr_waddr_i != 12'hB82) begin
            minstreth_next = (retire_wb_i) ? minstreth_q + (minstret_q == 32'hFFFF_FFFF) : minstret_q;
        end else begin
            minstreth_next = csr_wdata_i;
        end
    end
endmodule
==> design/flow/run.sh <==
#!/bin/bash
# OpenROAD 26Q1-2900-gdf79404cd8, Yosys 0.63+post, stock flow scripts
make -C /OpenROAD-flow-scripts/flow DESIGN_CONFIG=/design/flow/config.mk WORK_HOME=/design/flow/orfs finish
==> design/flow/config.mk <==
export PLATFORM = sky130hd
export DESIGN_NAME = csr_regfile
export DESIGN_NICKNAME = csr_regfile
export VERILOG_FILES = /design/flow/design.v
export SDC_FILE = /design/flow/constraint.sdc
export NUM_CORES = 4
export LEC_CHECK = 1
export CORE_UTILIZATION = 30
==> design/flow/constraint.sdc <==
current_design csr_regfile

set clk_period 22.7
set clk_io_pct 0.2

create_clock -name clk0 -period $clk_period [get_ports {clk_i}]

set non_clock_inputs [all_inputs -no_clocks]
set_input_delay [expr $clk_period * $clk_io_pct] -clock clk0 $non_clock_inputs
set_output_delay [expr $clk_period * $clk_io_pct] -clock clk0 [all_outputs]
==> impl_metrics.env <==
# source this file to load flow results
export IMPL_outcome="completed"
export IMPL_fp_row_count=70
export IMPL_drtAntennaViolNets=0
export IMPL_leakage_nw=4.38
export IMPL_fmax_mhz=80.3
export IMPL_synth_area_yosys_sq_mm=0.0112
export IMPL_cp_required_ps=18160
export IMPL_edf_count=0
export IMPL_wl_um=38800
export IMPL_synth_adder_area_share_pct=0.668
export IMPL_first_pass_iters=7
export IMPL_cts_resized=0
export IMPL_tool_warnings=26
export IMPL_grt_ovfl_total=0
export IMPL_synth_simple_area_share_pct=25.1
export IMPL_dp_hpwl_um=26300
export IMPL_yosys_stat_seqShare_pct=34.2
export IMPL_hp_start="mstatus_q[28]"
export IMPL_via_per_inst=5.61
export IMPL_vias=10703
export IMPL_tightestPinTransition_ps=847
export IMPL_compound_area_share_pct=19.7
export IMPL_grt_start_max_net_pins=74
export IMPL_cts_sinks=192
export IMPL_crit_type="input port to output pin"
export IMPL_clk_pin_slew_ps=80
export IMPL_synth_flops=192
export IMPL_ys_sh_mux_pct=5.68
export IMPL_synthFlopType="dfxtp_1"
export IMPL_layout_min_cycle_time_ps=12460
export IMPL_setup_viol=0
export IMPL_cp_max_fo=10
export IMPL_io_pins=92
export IMPL_yosysWarningCount=1
export IMPL_postSynthCellCount=1401
export IMPL_cp_end_kind="output pin"
export IMPL_port_buffers=91
export IMPL_cts_buffer_depth=2
export IMPL_fp_util_pct=30.6
export IMPL_antenna_found_initial=0
export IMPL_avgSynthCellArea_sq_um=8.02
export IMPL_die_width_um=196
export IMPL_rsz0062_at_grt="no"
export IMPL_synth_cell_types=63
export IMPL_die_y_um=196
export IMPL_vdd_drop_max_mv=0.0492
export IMPL_maxCapViolCount=0
export IMPL_highest_layer="met4"
export IMPL_avgRoutedWirePerCell_um=20.3
export IMPL_maxSlewHeadroom_pct=43.4
export IMPL_drive_gt1_share_pct=6.74
export IMPL_hold_slack_ps=459
export IMPL_finalMaxSlewViolations=0
export IMPL_numCtsBuffers=17
export IMPL_fin_skew_ps=16.8
export IMPL_ys_cells=1401
export IMPL_grt_usage_pct=20.9
export IMPL_slowest_stage="nor4_4"
export IMPL_cpMostUsedCell="clkdlybuf4s50_1"
export IMPL_h_tree_depth=4
export IMPL_globalplace_congestion=0.936
export IMPL_synthArstFlopShare_pct=0
export IMPL_wl_met3_um=3210
export IMPL_drc=0
export IMPL_p_per_area_mw_per_mm2=53.3
export IMPL_drt_initial_drc_count=1167
export IMPL_hp_class="flip-flop to flip-flop"
export IMPL_setup_tns_ps=0
export IMPL_slowest_delay_ps=660
export IMPL_period_used_pct=54.9
export IMPL_cp_cell_sequence="clkdlybuf4s50_1, nand4bb_1, or2_1, nor4_4, a221oi_1, a211oi_1, clkdlybuf4s50_1"
export IMPL_arrival_ps=7920
export IMPL_cts_tree="done"
export IMPL_wl_met2_um=16400
export IMPL_die_area_sq_mm=0.0382
export IMPL_clock_latency_ps=440
export IMPL_area_delta_synth_final_pct=16.1
export IMPL_reg2reg_from="mcycle_q[2]"
export IMPL_n_antenna_cell=0
export IMPL_grt_pass1_vias=9977
export IMPL_crit_path_start_kind="input port"
export IMPL_holdBufCountCts=0
export IMPL_syn_cell_area_sq_mm=0.0112
export IMPL_startpoint="csr_raddr_i[0]"
export IMPL_hold_viol_final=0
export IMPL_clockRootBuffer="clkbuf_16"
export IMPL_ys_sh_xor_pct=9.98
export IMPL_grt_pass1_wl_um=60100
export IMPL_post_cts_setup_buffer_count=0
export IMPL_core_sq_mm=0.0367
export IMPL_ys_top_logic_family="simple AND/OR/NAND/NOR gates"
export IMPL_wl_met1_um=18000
==> cells by family (layout without fill, tap and decap cells) <==
| family | after synthesis | in the layout |
|---|---|---|
| AND-OR/OR-AND | 310 | 310 |
| adder cells (fa/ha/maj) | 6 | 6 |
| AND/OR/NAND/NOR | 582 | 582 |
| buffers and inverters | 120 | 159 |
| flip-flops | 192 | 192 |
| multiplexers | 63 | 63 |
| XOR/XNOR | 128 | 128 |
==> flip-flops by register name, summed over array words and instances, names as in the netlist <==
signal,flops
minstret_q,32
minstreth_q,32
mcycle_q,32
mcycleh_q,32
mstatus_q,32
mtest_status_q,32
==> cell type report <==
class                      count  area, sq um
clock buffer                  18          439
clock inverter                14          144
fill                        3675        23700
inverter                      12         45.0
multi-input combinational   1089         6900
sequential                   192         3840
tap                          468          586
timing repair buffer         115         1080
==> layout by cell type (no fill, tap or decap), types with 7 or more instances in the layout <==
master and n:
clkdlybuf4s50_1 88, dfxtp_1 192, nand2_1 151, clkbuf_16 17, o2111ai_1 17, o21ai_1 21
nor3_1 18, nor2_1 223, a21oi_1 60, or3_1 9, xor2_1 65, and4_1 13
nand3_1 53, nand4_1 30, inv_1 12, buf_4 24, xnor2_1 63, and3_1 24
a221oi_1 12, a22oi_1 8, a31oi_1 7, nor4_1 8, a211oi_1 109, a222oi_1 21
mux2i_1 57, o21ai_0 18
==> final timing paths <==
kind / endpoint / slack, ps / cells past startpoint
worst min register to register: mstatus_q[28] / 460 / 2
worst max-delay path: csr_rdata_o[12] / 10240 / 7
worst max register to register: mcycleh_q[23] / 18590 / 12
worst min-delay path: mstatus_q[28] / 460 / 2
==> critical path, delay by kind of cell <==
| kind | cells | cell delay (ps) |
|---|---|---|
| AOI/OAI and AO/OA | 2 | 630 |
| buffers and inverters | 2 | 980 |
| and+or+nand+nor | 3 | 1770 |
==> through the flow <==
stage	cells	area (sq um)	setup WS, ps	power (mW)	util (%)
2_1_floorplan	1401	11200	11940	0.374	-
3_3_place_gp	1876	12500	10300	0.400	34.0
3_5_place_dp	1876	12500	10260	0.400	34.0
4_1_cts	1908	13000	10260	0.700	35.5
5_1_grt	1908	13000	10080	0.719	35.5
6_report	1908	13000	10240	0.695	35.5
==> synthesized netlist by cell type (5+ instances only) <==
| cell type | instances | area share (%) |
|---|---|---|
| nand4_1 | 30 | 1.7 |
| a22oi_1 | 8 | 0.53 |
| a22o_1 | 6 | 0.47 |
| o41ai_1 | 5 | 0.39 |
| or3_1 | 9 | 0.50 |
| and4_1 | 13 | 1.0 |
| mux2i_1 | 57 | 5.1 |
| nand3_1 | 53 | 2.4 |
| nor2_1 | 223 | 7.4 |
| and3_1 | 24 | 1.3 |
| o21ai_0 | 18 | 0.80 |
| xor2_1 | 65 | 5.1 |
| a221oi_1 | 12 | 0.94 |
| ha_1 | 6 | 0.67 |
| nand2_1 | 151 | 5.0 |
| mux2_2 | 6 | 0.60 |
| dfxtp_1 | 192 | 34 |
| xnor2_1 | 63 | 4.9 |
| inv_1 | 12 | 0.40 |
| o2111ai_1 | 17 | 1.3 |
| a222oi_1 | 21 | 1.9 |
| buf_2 | 17 | 0.76 |
| buf_4 | 5 | 0.33 |
| a21oi_1 | 60 | 2.7 |
| clkbuf_1 | 79 | 2.6 |
| a211o_1 | 6 | 0.47 |
| nor3_1 | 19 | 0.85 |
| o21ai_1 | 21 | 0.94 |
| or4_1 | 6 | 0.40 |
| a31oi_1 | 7 | 0.39 |
| nor4_1 | 8 | 0.45 |
| nor4b_1 | 6 | 0.47 |
| a211oi_1 | 109 | 7.3 |
==> report_power, final <==
group          switching (mW)  leakage [nW]  total (mW)  internal, mW
Combinational          0.0297          2.54      0.0486        0.0189
Clock                   0.152         0.289       0.302         0.150
Sequential            0.00470          1.55       0.344         0.339
Total                   0.186          4.38       0.695         0.509
==> per-layer routing <==
layer / global-route usage [%] / vias up
met5: 0 / -
li1: - / 5165
met4: 5.28 / 0
met1: 31.6 / 5104
met2: 30.1 / 376
met3: 5.22 / 58
Power is estimated from default activity; no workload was simulated.
